### run.sh
#!/bin/bash
# OpenROAD 26Q1-2900-gdf79404cd8, Yosys 0.63+post, stock flow scripts
make -C /OpenROAD-flow-scripts/flow DESIGN_CONFIG=/design/flow/config.mk WORK_HOME=/design/flow/orfs finish
### config.mk
export PLATFORM = sky130hd
export DESIGN_NAME = MOD_CHOICE
export DESIGN_NICKNAME = MOD_CHOICE
export VERILOG_FILES = /design/flow/design.v
export SDC_FILE = /design/flow/constraint.sdc
export NUM_CORES = 4
export LEC_CHECK = 1
export CORE_AREA = 10 10 70 70
export DIE_AREA = 0 0 80 80
### constraint.sdc
current_design MOD_CHOICE

set clk_period 1.0
set clk_io_pct 0.2

create_clock -name clk0 -period $clk_period

set non_clock_inputs [all_inputs -no_clocks]
set_input_delay [expr $clk_period * $clk_io_pct] -clock clk0 $non_clock_inputs
set_output_delay [expr $clk_period * $clk_io_pct] -clock clk0 [all_outputs]
### design.v
module MOD_CHOICE(
    input [0:31] E,
    input [0:31] F,
    input [0:31] G,
    output [0:31] Y
);
assign Y = (E & F) ^ ((~E) & G);
endmodule
==> reports/results.txt <==
GP Congestion: 0.747
crit start category: input port
number of clock-tree buffers in the layout: 0
Setup crit end kind: output pin
final wirelength: 3550 um
sequential share of power: 0%
max-slew violation count: 0
Die Y: 80 um
P per Cell Area: 380 nW/um^2
via/cell ratio: 3.87
Max-Cap Viols: 0
Total GRT Usage: 9.74%
die width: 80 um
status: finished clean
register share after synthesis: 0%
Init Core Util: 14.1%
seq_cells: 0
most frequent cell after synthesis: mux2_4
Layout area overhead: 247%
Data arrival, critical path: 790 ps
Max FO, Critical Path: 1
ratio of cells with drive above 1 in the final layout: 59.4%
Worst EP required: 800 ps
FA/HA/MAJ Cells, Area Fraction: 0%
Cell Area, Synth: 480 sq um
Pleak: 0.874 nW
grt ovf: 0
Max VDD drop: 169 uV
mux contribution to synthesized area: 100%
vias in the first global route: 978
yosys xor share: 0%
relative slew slack: 95.5%
Max-area cell share: 100%
switching power: 0.130 mW
io pins: 128
crit path to: Y[18]
wire per inst: 17.2 um
yosys stat area: 480 sq um
initial drt markers: 0
yosys cell count: 32
pin count of the biggest net entering global routing: 2
Synth area leaders: mux2_4 100%
hold path cells: 3
first-pass GRT wire length: 4890 um
fin crit share: 99.0%
setup bufs post-CTS: 0
placed cell count: 206
CP startpoint: E[18]
Hold Buf Count CTS: 0
Seq. cell area: 0 sq um
Mapped Cells: 32
Complex Gates by Area: 0%
min Tclk post-route: 990 ps
Commonest cells post-synth: 32 x mux2_4
initial antenna violation count: 1
Crit Path Class: input port to output pin
Via Count: 801
Die Size: 6400 sq um
Tool Warnings: 32
Hold Fails Final Rpt: 0
DRC: 0
PnR Total Power: 0.634 mW
Yosys Warn Count: 0
number of setup violations in the final report: 0
fin cells: 207
Max Freq: 1010 MHz
synth unique cells: 1
Comb pwr share: 100.0%
Core Util, Final: 48.8%
syn avg cell area: 15.0 sq um
Area after DPL: 1820 sq um
RSZ-0062 raised after global routing: no
Routed Antenna Nets: 0
Top non-seq family: multiplexers
Detailed Place HPWL: 3480 um
P_int: 0.504 mW
row count: 21
port bufs: 128
Net Sw Frac: 20.5%
Slew @ Worst Pin: 66.8 ps
cell type with the largest total area: mux2_4
cell area after layout: 1670 sq um
core area: 3420 sq um
clock power share: 0%
HP Class: input port to output pin
TritonRoute pass-1 iters: 1
Post-Synth Simple-Gate Area: 0%
==> repair_timing <==
action | 4_1_cts | 5_1_grt
setup endpoints to repair | 32 | 31
pin swaps | 0 | 0
gates resized | 291 | 62
==> critical path: stages <==
cell and delay, ps:
clkdlybuf4s15_1 180, mux2_4 300, buf_6 110
==> logic make-up (layout without fill, tap and decap cells) <==
group,after synthesis,count (layout)
multiplexers,32,32
buffers and inverters,0,128
other,0,1
==> layer usage <==
metal	GRT usage [%]	up-vias	wire (um)
li1	-	386	-
met1	9.16	350	1190
met2	18.1	63	1830
met3	5.91	2	505
met4	0.880	0	29
met5	0	-	0
==> cells in the final DEF (no fill, tap or decap) <==
cell type        count
clkdlybuf4s15_1     59
mux2_4              32
buf_6               27
clkbuf_2            26
buf_2               10
dlygate4sd2_1        6
diode_2              1
==> how the worst min path moves through the flow <==
stage / from / to / slack [ps]
after global routing: E[31] / Y[31] / 720
after CTS: E[0] / Y[0] / 740
final: E[13] / Y[13] / 710
==> final cells by class <==
class	instances	area, sq um
fillers	336	1750
diodes	1	2.50
repair buffers	128	1130
well taps	46	57.6
multi-input cells	32	480
==> power by group through the flow <==
| stage | clock network (mW) | registers (mW) | logic [mW] |
|---|---|---|---|
| after CTS | 0 | 0 | 0.643 |
| final | 0.000000134 | 0 | 0.634 |
| after global routing | 0.000000134 | 0 | 0.679 |
==> stage by stage <==
step	hold slack [ps]	setup TNS (ps)	setup WS, ps
after CTS	736	0	0.999
after global placement	1440	-19110	-644
after detailed placement	1440	-19210	-649
after global routing	720	0	0.271
after floorplan	502	0	341
final	705	0	10.4
Power figures rest on the tool's default switching activity, not on a simulated workload.
