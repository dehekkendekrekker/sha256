==> flow/design.v <==
module MOD_MAJORITY(
    input [0:31] A,
    input [0:31] B,
    input [0:31] C,
    output [0:31] Y
);
assign Y = (A & B) ^ (A & C) ^ (B & C);
endmodule
==> flow/run.sh <==
#!/bin/bash
# OpenROAD 26Q1-2900-gdf79404cd8, Yosys 0.63+post, stock flow scripts
make -C /OpenROAD-flow-scripts/flow DESIGN_CONFIG=/design/flow/config.mk WORK_HOME=/design/flow/orfs finish
==> flow/config.mk <==
export PLATFORM = sky130hd
export DESIGN_NAME = MOD_MAJORITY
export DESIGN_NICKNAME = MOD_MAJORITY
export VERILOG_FILES = /design/flow/design.v
export SDC_FILE = /design/flow/constraint.sdc
export NUM_CORES = 4
export LEC_CHECK = 1
export CORE_AREA = 10 10 70 70
export DIE_AREA = 0 0 80 80
==> flow/constraint.sdc <==
current_design MOD_MAJORITY

set clk_period 1.0
set clk_io_pct 0.2

create_clock -name clk0 -period $clk_period

set non_clock_inputs [all_inputs -no_clocks]
set_input_delay [expr $clk_period * $clk_io_pct] -clock clk0 $non_clock_inputs
set_output_delay [expr $clk_period * $clk_io_pct] -clock clk0 [all_outputs]
==> reports/metrics.yaml <==
sta:
  fin_ws_ps: 15.5
  slew_headroom_pct: 96.2
  drv_slew: 0
  worstMarginPinSlew_ps: 57.7
  rsz0062_at_grt: "no"
  period_needed_ps: 985
  clock.fmax_ghz: 1.02
  finalSetupViolations: 0
  hold_viol_final: 0
  worst_hold_slack_ps: 716
  fin_tns_setup_ps: 0
  period_used_pct: 98.5
global_route:
  busiest_layer: "met2"
  grt_pass1_vias: 899
  grt_max_degree: 2
  grt_util_met2_pct: 17.3
  gr-total-overflow: 0
  grt_pass1_wl_microns: 4610
  met1_usage_pct: 8.57
  use_met3_pct: 4.43
  grt_use_total_pct: 8.89
  antenna_found_initial: 0
finish:
  area_growth_pct: 272
  stdcell_area_sq_um: 1340
  clock_buffer_count: 0
  sequential_cell_total: 0
  drive_above_1_share_pct: 65.0
  final_util_pct: 39.2
  seqCellArea_sq_um: 0
  final_cells: 206
die:
  io_pins: 128
  core_sq_um: 3420
  die_w_microns: 80
  fp_util_pct: 10.5
  die_area_sq_um: 6400
  rows: 21
  die_h_microns: 80
setup_path:
  cp_top_family: "buffers and inverters"
  worst_ep_required_time_ps: 800
  startpoint_type: "input pin"
  path_buffers: 2
  critical_path.max_fanout: 1
  worstSetupStartpoint: "C[23]"
  arrival_ps: 780
  critPathMaxStageDelay_ps: 290
  worst-setup-path-type: "input pin to primary output"
  crit_slowest_cell: "maj3_2"
  crit_chain: "clkdlybuf4s15_1, maj3_2, buf_2"
  end_kind: "primary output"
routing:
  vias: 789
  vias_per_cell: 3.83
  antenna_cells: 0
  drtAntennaViolNets: 0
  drtPass1Iterations: 2
  drt_iter0_drc: 3
  drc: 0
  wirelength_microns: 3170
  wire_per_inst_microns: 15.4
logic_synthesis:
  yosysWarnings: 0
  ys_sh_simple_pct: 0
  mux_share_pct: 0
  ys_cells: 32
  netlist_top_cells_area: "maj3_2"
  synth_seq_share_pct: 0
  yosysTopAreaCellShare_pct: 100
  syn_avg_cell_area_sq_um: 11.3
  ys_sh_aoi_pct: 0
  yosys_area_sq_um: 360
  synthAdderAreaFrac_pct: 100
  synthesis.area_sq_um: 360
  topCombFamilyByArea: "adder cells"
  ys_sh_xor_pct: 0
  synthCells: 32
  yosysUniqueCellTypes: 1
  yosys.area.top_type: "maj3_2"
place:
  dpl_cell_area_sq_um: 1700
  hpwl_microns: 3120
  port_buffers: 128
  gp_congestion: 0.806
  pre_cts_slack_ps: -562
  place_inst: 206
power:
  finalPower_mw: 0.444
  irDropWorstVdd_mv: 0.125
  power_density_nw_per_um2: 331
  leakagePower_nw: 0.649
hold_path:
  worstHoldStart: "C[26]"
  hp-class: "input pin to primary output"
status:
  status: "finished clean"
job:
  openroad.warnings: 32
  drv_cap: 0
cts:
  ctsHoldBuffers: 0
-- path summary, 6_finish.rpt --
check	depth (start not counted)	slack [ps]	endpoint
worst min-delay path	3	720	Y[26]
worst max-delay path	3	20	Y[23]
-- where the power goes --
| part | total (mW) | switching (mW) | internal [mW] |
|---|---|---|---|
| sequential | 0 | 0 | 0 |
| combinational | 0.444 | 0.104 | 0.339 |
| clock | 0 | 0 | 0 |
-- layout make-up --
cell class,count,area [sq um]
fill,375,2080
multi-input combinational,32,360
tap,46,57.6
timing repair buffer,128,921
-- per-layer routing --
layer	part of all wire, %	up-vias
met5	0	-
met1	32	344
li1	-	384
met2	53	61
met3	15	0
met4	0	0
-- Yosys cell counts --
library cell  instances
maj3_2               32
-- kinds of logic after synthesis --
family,Yosys count
adders and majority gates,32
-- repair_timing --
item | CTS | global route
setup endpoints to repair | 32 | 23
cloned | 0 | 0
setup buffers | 0 | 0
resized | 292 | 39
pin swaps | 32 | 18
-- placed cells by master, fill, tap and decap left out --
master / synthesis / layout
clkdlybuf4s15_1: 0 / 56
maj3_2: 32 / 32
clkbuf_2: 0 / 39
buf_2: 0 / 33
Power figures rest on the tool's default switching activity, not on a simulated workload.
