==> flow/design.v <==
module MOD_S0(
    input [31:0] A,
    output [31:0] Y
);
assign Y  = {A[6:0], A[31:7]} ^{A[17:0], A[31:18]} ^ {3'b000,   A[31:3]};
endmodule
==> flow/run.sh <==
#!/bin/bash
# OpenROAD 26Q1-2900-gdf79404cd8, Yosys 0.63+post, stock flow scripts
make -C /OpenROAD-flow-scripts/flow DESIGN_CONFIG=/design/flow/config.mk WORK_HOME=/design/flow/orfs finish
==> flow/config.mk <==
export PLATFORM = sky130hd
export DESIGN_NAME = MOD_S0
export DESIGN_NICKNAME = MOD_S0
export VERILOG_FILES = /design/flow/design.v
export SDC_FILE = /design/flow/constraint.sdc
export NUM_CORES = 4
export LEC_CHECK = 1
export CORE_AREA = 10 10 95 95
export DIE_AREA = 0 0 105 105
==> flow/constraint.sdc <==
current_design MOD_S0

set clk_period 1.2
set clk_io_pct 0.2

create_clock -name clk0 -period $clk_period

set non_clock_inputs [all_inputs -no_clocks]
set_input_delay [expr $clk_period * $clk_io_pct] -clock clk0 $non_clock_inputs
set_output_delay [expr $clk_period * $clk_io_pct] -clock clk0 [all_outputs]
==> Table 3: Implementation characteristics <==
Physical implementation characteristics

Parameter                              Value

GRT
  Total overflow reported by the global router    0
  Number of global-route vias before repair    roughly 670
  First-pass GRT wire length    about 4500 um
  Global Route Usage Sum    5.226%
  Maximum number of pins on one net before global-route repair    4
  Number of antenna violations at the first check in global routing    0

Cells and area
  Final cell count without fillers    around 200
  Relative area change from synthesis to final layout    91.61%
  Clock buffer count    0
  Summed area of non-filler cells in the final layout    about 1400 um2
  Sequential cell area    0 um2
  Share of post-route cells with drive strength above 1    approximately 67%
  Count of flip-flops and latches    0

Die
  Die Wd    105 um
  Chip Area    roughly 11000 um2
  Floorplan Utilization    about a tenth
  Boundary Pins    approximately 64
  Core Box Area    approximately 6900 um2
  Die outline height    about 110 um
  Number of cell rows    30

Timing
  Fin crit share    98.28%
  Slack of the critical path    roughly 0.021 ns
  Number of setup violations in the final report    0
  Time the final worst path needs with I/O delays and setup    1.179 ns
  Tightest Pin Transition    between 0.1 and 0.15 ns
  Hold Slack    0.7916 ns
  Max Transition Viols Final    0
  F_max    0.8479 GHz
  Relative slew margins    between 90% and 100%
  Count of endpoints failing hold in the final timing report    0
  RSZ-0062 raised after global routing    no

Placed design
  Pre-CTS WS    -0.8056 ns
  Placed Instance Area    approximately 1600 um2
  Total instance count after detailed placement    204
  GP Congestion    roughly 0.74
  Port buffer count    ~64
  DPL Wire Length    about 2700 um

Setup path
  Buffers & Inverters on Critical Path    2
  Slowest stage delay, CP    ~0.48 ns
  Data required time of the worst path    0.96 ns
  Arr. time, crit path    between 0.9 and 1 ns
  Critical Path Source    A[20]
  Critical path endpoint category    primary output
  Library cell contributing the largest single delay on the critical path    sky130_fd_sc_hd__xor3_4
  Cell type group with the largest total delay on the critical path    XOR/XNOR gates
  Crit-path cells    buf_2, xor3_4, buf_6
  Critical Path Start Type    input port
  Startpoint-to-endpoint class of the critical path    input port to primary output
  Max Fanout on Critical Path    2

Route
  Number of antenna repair diodes    0
  DR vias/cell    between 2 and 3
  Remaining antenna violation count after routing    0
  Routed wire length per instance    14.38 um
  Detailed Route Iter0 Violations    6
  First-pass DRT Iterations    2
  Vias after detailed routing    around 580
  Final WL    around 2900 um
  DRC violations left    0

Synthesis
  Largest area contributor in the netlist    sky130_fd_sc_hd__xor3_1
  Yosys stat cell total    32
  Top cells by count, synth    25 x sky130_fd_sc_hd__xor3_1, 4 x sky130_fd_sc_hd__xor3_4, 3 x sky130_fd_sc_hd__xor2_1
  Fraction of the yosys area taken by sequential cells    0%
  Cell area after synthesis    730.7 um2
  Avg Cell Area, Syn    22.83 um2
  Library cells used by synthesis    3
  Yosys synthesis chip area    730.7 um2
  Most area-consuming cells after synthesis    sky130_fd_sc_hd__xor3_1 81%, sky130_fd_sc_hd__xor3_4 15%, sky130_fd_sc_hd__xor2_1 3.6%
  Top cell type's share of synthesized area    slightly above 80%
  Synthesized instance count    32
  Most frequent cell after synthesis    sky130_fd_sc_hd__xor3_1
  Yosys warnings    0

Run
  Tool warnings    32
  Count of maximum capacitance violations    0

Pwr
  Total Power Consumption    623.9 uW
  Worst ir drop on vdd    roughly 0.00016 V
  Power density over the cells    445.6 nW/um2
  Leakage power figure    0.0008037 uW

Hold path
  Classification of the worst-slack hold path    input port to primary output
  Launch instance of the worst min-delay path    A[17]

Outcome
  Outcome    finished, final reports clean
==> per-layer routing <==
metal | wire length, um | up-vias | global-route usage, % | part of all wire, %
met1 | 1346 | 262 | 7.417 | 46
li1 | - | 274 | - | -
met2 | 1128 | 45 | 6.806 | 39
met5 | 0 | - | 0 | 0
met4 | 0 | 0 | 0 | 0
met3 | 428 | 0 | 3.478 | 15
==> per-stage QoR <==
| stage | TNS (ns) | utilization, % |
|---|---|---|
| 2_1_floorplan | 0 | - |
| 3_3_place_gp | -21.83 | 22.90 |
| 3_5_place_dp | -21.74 | 22.90 |
| 4_1_cts | 0 | 20.65 |
| 5_1_grt | 0 | 20.27 |
| 6_report | 0 | 20.27 |
==> repair_timing <==
item / 4_1_cts / 5_1_grt
endpoints found under the hold margin: 0 / 0
endpoints found under the setup margin: 32 / 15
pin swaps: 25 / 15
hold buffers: 0 / 0
buffers inserted: 1 / 0
resized: 235 / 10
==> path summary, 6_finish.rpt <==
kind	endpoint	cells after the start
min	Y[10]	3
max	Y[13]	3
==> cells in the final DEF, fill, tap and decap left out, drive strengths merged <==
cell type / count
xor2: 3
buf: 61
dlygate4sd2: 2
xor3: 29
clkdlybuf4s15: 8
clkbuf: 3
==> final cells by class <==
cell class	instances	area (um2)
fill	785	5507
multi-input combinational	32	730.7
timing repair buffer	74	549.3
tap	96	120.1
==> kinds of logic (layout without fill, tap and decap cells) <==
kind of cell | count (synthesis) | count (layout) | synth area share, %
xor gates and xnor gates | 32 | 32 | 100.0
buffers and inverters | 0 | 74 | 0
==> where the power goes <==
part	switching, uW	internal (uW)	total [uW]	leakage [uW]
clock	0	0	0	0
combinational	152	471	624	0.000804
sequential	0	0	0	0
Power is estimated from default activity; no workload was simulated.
